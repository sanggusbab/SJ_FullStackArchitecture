==> ./design.v <==
module mem_SRAM(
    clk, nWE, addr, data_in, data_out
);
    parameter A_WIDTH = 8;
    parameter D_WIDTH = 32;
    parameter DEPTH = (1 << A_WIDTH);
    input clk;
    input nWE;
    input [A_WIDTH-1:0] addr;
    input [D_WIDTH-1:0] data_in;
    output reg [D_WIDTH-1:0] data_out;
    reg [D_WIDTH-1:0] SRAM [0:DEPTH-1];
    integer i;
    initial begin
        for (i = 0; i < DEPTH; i = i + 1) begin
            SRAM[i] = 0;
        end
    end
    always @(posedge clk) begin
        if (~nWE) begin
            SRAM[addr] <= data_in;
        end else begin
            data_out <= SRAM[addr];
        end
    end
endmodule
==> ./run.sh <==
#!/bin/bash
# OpenROAD 26Q1-2900-gdf79404cd8, Yosys 0.63+post, stock flow scripts
make -C /OpenROAD-flow-scripts/flow DESIGN_CONFIG=/design/flow/config.mk WORK_HOME=/design/flow/orfs finish
==> ./config.mk <==
export PLATFORM = sky130hd
export DESIGN_NAME = mem_SRAM
export DESIGN_NICKNAME = mem_SRAM
export VERILOG_FILES = /design/flow/design.v
export SDC_FILE = /design/flow/constraint.sdc
export NUM_CORES = 4
export LEC_CHECK = 1
export CORE_UTILIZATION = 40
export SYNTH_MEMORY_MAX_BITS = 65536
==> ./constraint.sdc <==
current_design mem_SRAM

set clk_period 41.5
set clk_io_pct 0.2

create_clock -name clk0 -period $clk_period [get_ports {clk}]

set non_clock_inputs [all_inputs -no_clocks]
set_input_delay [expr $clk_period * $clk_io_pct] -clock clk0 $non_clock_inputs
set_output_delay [expr $clk_period * $clk_io_pct] -clock clk0 [all_outputs]
==> results.toml <==
# generated from flow reports
[status]
status = "complete, no violations"

[synth]
adder_share_pct = 0
ys.flops = 8224
yosysWarnings = 1
syn-cell-area_um2 = 309200
yosysChipArea_um2 = 309200
top_cells_by_area = "edfxtp_1, mux4_2, a22oi_1"
mux_share_pct = 14.92
ys_seq_share_pct = 79.86
syn_area_per_cell_um2 = 23.67
synthXorXnorAreaFrac_pct = 0
syn_inst = 13064
synth.logic.top_family = "multiplexers"
ys_cells = 13064
synth_top_area_share_pct = 79.86
largest_area_cell = "edfxtp_1"
synth.distinct_cells = 20
synthAoiAreaFrac_pct = 3.677
synth-simple-area-share_pct = 0.4528

[pwr]
p_total_mw = 17.03
p_clk_share_pct = 41.3
p_int_mw = 13.36
pwr_density_cell_nw_per_um2 = 48.00
p_sw_share_pct = 21.57
ir_drop_v = 0.00004448
pwr-share-seq_pct = 53.9
pwr-share-comb_pct = 4.8
leakagePower_nw = 107.9
power.switching_mw = 3.673

[final_timing]
slew_violations = 0
setup_ws_ps = 26460
period_used_pct = 36.23
max-slew-margin-rel_pct = 4.143
fin_worst_skew_ps = 99.81
min_period_ps = 15040
worst_pin_slew_ps = 1422
final-hold-violation-count = 0
fmax_mhz = 66.51
holdWs_ps = 1075
setup_viol = 0
finalSetupTns_ps = 0
rsz0062_at_grt = "false"

[setup_path]
start_kind = "primary input"
cp_max_fo = 51
critPathRequiredTime_ps = 42360
crit_buf_inv = 11
path_delay_family = "buffers and inverters"
slowest_delay_ps = 700
worstSetupEndpointType = "register"
cp_cell_sequence = "buf_16 > buf_4 > buf_4 > buf_4 > buf_4 > buf_4 > buf_4 > buf_4 > buf_4 > buf_4 > mux4_2 > a22oi_1 > a21oi_1 > o41ai_1 > buf_4 > nand4_1"
r2r-end = "data_out[9]$_DFFE_PP_"
cp_slowest_cell = "o41ai_1"
r2r_slack_ps = 38230
crit_type = "in2reg"
cpMostUsedCell = "buf_4"
crit_arrival_ps = 15890
r2r-start = "SRAM[127][9]$_DFFE_PP_"
reg2reg_depth = 6

[place]
gp_congestion = 0.8951
dpl.hpwl_um = 518400
pre_cts_ws_ps = 25070
placement.io_buffers = 73

[flow_run]
maxCapViolations = 0
warning_count = 26

[hold_path]
worstHoldStart = "SRAM[55][21]$_DFFE_PP_"
holdPathEnd = "data_out[21]$_DFFE_PP_"
hold_depth = 5
hp-class = "reg2reg"

[clock_network]
cts_resized = 0
hold_buffers = 0
cts_sinks = 8224
ctsRootBufferMaster = "clkbuf_16"
htreeDepth = 6
cts_buffers = 806
cts_tree = "done"
insertion_delay_ps = 1180
clk_path_buf_depth = 4
cts_setup_buffers = 0
clkTransAtPathRegs_ps = 60

[floorplanning]
chipArea_um2 = 776600
dieWidth_um = 881.2
core-area_um2 = 769500
rows = 322
fp_util_pct = 40.18
io_pins = 74
die_y_um = 881.2

[grt]
overflow = 0
grt_max_degree = 93
grtUsageTotal_pct = 25.16
grt_pass1_wl_um = 1231000
grt_pass1_vias = 160804
antenna_found_initial = 48

[routing]
drtPass1Iterations = 7
viasPerCell = 5.842
drtAntennaViolNets = 0
dr_total_vias = 145810
wire_per_inst_um = 35.27
drt-total-wl_um = 880300
drc = 0
drtIter0Drc = 9853

[final_layout]
final_util_pct = 46.11
drive_above_1_share_pct = 30.14
area_growth_pct = 14.73
## synthesized netlist by cell type (all sizes together)
cell type	count
edfxtp	8224
mux4	2048
a22oi	1024
a21oi	512
clkbuf	477
buf	311
nor2	259
o41ai	128
nand2	33
nand4	32
nor2b	6
and2	3
nand2b	2
nor3b	2
and3b	1
nor3	1
or2	1
## layout make-up
cell class,instances,area [um2]
Multi-Input combinational cell,4052,61920
Timing Repair Buffer,969,7791
Sequential cell,8224,247000
Antenna cell,47,117.6
Tap cell,10206,12770
Fill cell,61893,414700
Clock buffer,1014,21080
Clock inverter,448,4159
## power by group through the flow
stage	logic [mW]	registers (mW)	clock network [mW]
after CTS	0.824	9.18	7.13
after global routing	0.872	9.18	7.43
final	0.820	9.18	7.03
## routing by layer
metal | share of wire [%] | global-route usage (%) | up-vias
met4 | 5.0 | 9.236 | 70
met1 | 29 | 27.25 | 74723
met3 | 20 | 22.67 | 1574
li1 | - | - | 58978
met5 | 0.18 | 1.317 | -
met2 | 46 | 35.34 | 10465
## registers in the layout, indices dropped and copies added (netlist names)
register,count
SRAM,8192
data_out,32
## worst reg2reg max path, cell delays in order (launching register included)
cell and delay, ps:
edfxtp_1 360, mux4_2 480, a22oi_1 350, a21oi_1 400, o41ai_2 1010, buf_4 260
nand4_1 90
## through the flow
stage | area [um2] | std cells
after global routing | 354700 | 24942
after global placement | 329200 | 23440
after detailed placement | 329400 | 23451
final | 354800 | 24960
after CTS | 354600 | 24913
after floorplan | 309200 | 13064
## cells in the final DEF, fill, tap and decap left out, drive strengths merged, types with 3 or more instances in the layout
cell type	instances
and2	3
nor2	259
clkbuf	1014
mux4	2048
o41ai	128
a22oi	1024
clkinvlp	8
edfxtp	8224
buf	931
inv	21
diode	47
nand4	32
nor2b	6
bufinv	53
a21oi	512
clkinv	366
nand2	33
clkdlybuf4s50	38
## how the worst max path moves through the flow
stage                 cells past startpoint  slack (ps)  startpoint                     end
final                                    16       26460     addr[0]  data_out[12]$_DFFE_PP_
after global routing                     16       25750     addr[0]  data_out[12]$_DFFE_PP_
after CTS                                16       26310     addr[0]  data_out[12]$_DFFE_PP_
## cells by family after synthesis
family	count (synthesis)
compound gates	1664
buf+inv	788
flops	8224
mux	2048
simple gates	340
Power is estimated from default activity; no workload was simulated.
