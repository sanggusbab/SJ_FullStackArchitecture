**/design/flow/design.v**
```verilog
module sram #(parameter AW = 2,
              DW = 2)
             (clk,
              nWE,
              adr,
              d_in,
              d_out);
    input clk;
    input nWE;
    input[AW-1:0] adr;
    input[DW-1:0] d_in;
    output reg[DW-1:0] d_out;
    reg[DW-1:0] DataStorage[(1<<AW)-1:0];
    always @(posedge clk) begin
        if (nWE) begin
            d_out[DW-1:0] <= #5 DataStorage[adr][DW-1:0];
        end
        else begin
            DataStorage[adr][DW-1:0] <= #5 d_in;
        end
    end
endmodule
```
**/design/flow/run.sh**
```bash
#!/bin/bash
# OpenROAD 26Q1-2900-gdf79404cd8, Yosys 0.63+post, stock flow scripts
make -C /OpenROAD-flow-scripts/flow DESIGN_CONFIG=/design/flow/config.mk WORK_HOME=/design/flow/orfs finish
```
**/design/flow/config.mk**
```make
export PLATFORM = sky130hd
export DESIGN_NAME = sram
export DESIGN_NICKNAME = sram
export VERILOG_FILES = /design/flow/design.v
export SDC_FILE = /design/flow/constraint.sdc
export NUM_CORES = 4
export LEC_CHECK = 1
export CORE_AREA = 10 10 70 70
export DIE_AREA = 0 0 80 80
```
**/design/flow/constraint.sdc**
```tcl
current_design sram

set clk_period 1.3
set clk_io_pct 0.2

create_clock -name clk0 -period $clk_period [get_ports {clk}]

set non_clock_inputs [all_inputs -no_clocks]
set_input_delay [expr $clk_period * $clk_io_pct] -clock clk0 $non_clock_inputs
set_output_delay [expr $clk_period * $clk_io_pct] -clock clk0 [all_outputs]
```
==> run summary <==
Worst R2R End: d_out[0]
DRT iter0 DRCs: 14
Area after DPL: 540.5 µm²
vias in the first global route: 213
Post-CTS Setup Repair Bufs: 0
Buf+Inv Stages, Crit Path: 2
Initial Util: 11.21%
pwr/cell area: 1121 nW/µm²
Ant. Diodes: 0
Final Cell Area: 559.3 µm²
post-DP HPWL: 476.6 µm
first-pass GRT wire length: 945 µm
CP peak stage delay: 0.58 ns
Slew headroom: 78.58%
Cells after DPL: 73
Synth flops: 10
Slew Limit Fails: 0
# H-tree levels: 1
antenna viol nets, final: 0
Syn-to-layout area delta: 46.08%
M3 GR Usage: 1.023%
Ports: 8
clk slew on worst S/H paths: 0.06 ns
routability cong.: 0.7316
GRT Util Overall: 1.933%
Most Crowded Layer GR: met2
CP Cell Sequence: clkdlybuf4s50_1, nor3b_1, buf_4
Hold Fails Final Rpt: 0
Worst Skew: 0.0004131 ns
clock tree root buffer cell: clkbuf_4
Syn Inst Count: 16
initial antenna violation count: 0
post-CTS resize count: 3
layout cells sized above 1: 26.67%
TritonCTS clock tree: done
CP Launch Point: adr[1]
max-capacitance violation count: 0
RSZ-0062 raised after global routing: false
CTS Buf Count: 3
Main logic family: multiplexers
status: completed
Static Leak: 0.1896 nW
cell family with most CP delay: buffers and inverters
Final Non-Filler Cells: 76
Late-Pin Clk Latency: 0.26 ns
r2r startpoint: DataStorage[1][0]
Fillers: 381
Clock Path Buffers: 2
Die X: 80 µm
Simple-Gate Fraction of Synth Area: 7.843%
iteration tally of the first detailed-router pass: 2
fmax: 818.8 MHz
peak supply drop: 0.1856 mV
HP Class: in -> reg
critical path data required time: 1.28 ns
Synth cell types: 5
Synth area leader: edfxtp_1
cell row count: 21
WP data arrival: 1.20 ns
Avg WL per Cell: 8.197 µm
Avg Inst Size Synth: 23.93 µm²
met1 Use GR: 2.451%
final setup vio count: 0
adder-cell share of the synthesized area: 0%
highest-count logic cell in the final layout: edfxtp_1
port bufs: 7
Max-area cell share: 78.43%
Worst Setup End Kind: register
Die H: 80 µm
Worst-Margin Slew: 0.3188 ns
yosys warning tally: 1
MUX area fraction: 13.73%
vias: 209
Top cells excl fill/tap: edfxtp_1, clkdlybuf4s50_1, buf_4
die area: 6400 µm²
largest net degree at the start of global routing: 7
WL final: 623 µm
Setup crit start kind: primary input
Final Power: 0.6267 mW
final core occ: 16.37%
area reported by Yosys stat: 382.9 µm²
fin crit share: 93.95%
biggest area cells: edfxtp_1, mux4_1, nor3b_1
hold buffers post-CTS: 0
DRC: 0
FF-to-FF path depth: 1
tool warnings: 25
GRT overflow: 0
WS Path Type: in -> reg
worst setup path end: DataStorage[2][1]
XOR/XNOR Fraction of Synth Area: 0%
Critical Path Fanout Max: 6
Vias per Instance: 2.750
clock sink count: 10
slowest cell on the critical path: clkdlybuf4s50_1
crit path time final: 1.221 ns
met2 usage in global routing: 2.809%
yosys cell count: 16
ao+oa area frac: 0%
Crit path depth: 3
core area: 3416 µm²
R2R Setup Slk: 0.20 ns
sequential fraction of the synthesis area: 78.43%
synthesized area: 382.9 µm²
[report_power, final]
group	total, mW	switching, mW	internal (mW)
logic	0.0522	0.0179	0.0343
registers	0.378	0.00272	0.375
clock network	0.197	0.0909	0.106
total	0.627	0.112	0.515
[state kept, by name, indices dropped and copies added, names as in the netlist]
signal,flops
DataStorage,8
d_out,2
[cell families after synthesis]
logic type | count (synthesis)
flops | 10
simple gates | 4
mux | 2
[metrics by stage]
stage | TNS [ns] | setup WS, ns | hold WS, ns
detailed placement | -2.254 | -0.3263 | 0.6118
floorplan | 0 | 0.2251 | 0.3589
CTS | 0 | 0.09138 | 0.6034
finish | 0 | 0.07866 | 0.6000
global route | 0 | 0.006667 | 0.6410
global placement | -2.152 | -0.3112 | 0.5989
[worst min-delay path by stage]
stage	endpoint	from	slack, ns	depth (start not counted)
4_1_cts	d_out[0]	adr[0]	0.60	2
5_1_grt	d_out[0]	DataStorage[0][0]	0.64	1
6_report	d_out[0]	adr[0]	0.60	2
[Yosys cell counts]
master and number:
and3b_2 1, mux4_1 2, nor3_1 1, nor3b_1 2, edfxtp_1 10
[layout make-up]
class                   count  area [µm²]  share of cell area (%)
repair buffers             11       96.34                   17.23
clock buffers               3       22.52                   4.027
flip-flops and latches     10       300.3                   53.69
multi-input cells           6       82.58                   14.77
well taps                  46       57.56                   10.29
[metal layers]
layer / part of all wire [%] / up-vias
li1: - / 100
met1: 43 / 98
met2: 44 / 9
met3: 11 / 2
met4: 2.2 / 0
met5: 0 / -
Power and IR drop assume default switching activity.
