<file path="flow/design.v">
module decoder2to4(data_in, data_out);
    input [1:0] data_in;
    output reg [3:0] data_out;
    always @(data_in or data_out) begin
        case (data_in)
            2'b00 : data_out = 4'b0001;
            2'b01 : data_out = 4'b0010;
            2'b10 : data_out = 4'b0100;
            2'b11 : data_out = 4'b1000;
        endcase
    end
endmodule
module mux4to1(A, B, C, D, sel, out);
    input [3:0] A, B, C, D;
    input [1:0] sel;
    output reg [3:0] out;
    always @(A or B or C or D or sel) begin
        case (sel)
            2'b00 : out = A;
            2'b01 : out = B;
            2'b10 : out = C;
            2'b11 : out = D;
        endcase
    end
endmodule
module register(clk, nWE, A_addr, B_addr, D_addr, D_data, A_data, B_data, Reg0, Reg1, Reg2, Reg3);
    input clk;
    input nWE;
    input [3:0] D_data;
    input [1:0] A_addr, B_addr, D_addr;
    output [3:0] A_data;
    output [3:0] B_data;
    output reg [3:0] Reg0, Reg1, Reg2, Reg3;
    wire [3:0] dec_out;
    decoder2to4 dec1(.data_in(D_addr), .data_out(dec_out));
    mux4to1 mux4to1_0(.A(Reg0), .B(Reg1), .C(Reg2), .D(Reg3), .sel(A_addr), .out(A_data));
    mux4to1 mux4to1_1(.A(Reg0), .B(Reg1), .C(Reg2), .D(Reg3), .sel(B_addr), .out(B_data));
    initial begin  
        Reg0 <= 4'b000;
        Reg1 <= 4'b000;
        Reg2 <= 4'b000;
        Reg3 <= 4'b000;
    end
    always @(posedge clk) begin
        if (~nWE) begin
            case(dec_out)
            4'b0001: Reg0 <= D_data;
            4'b0010: Reg1 <= D_data;
            4'b0100: Reg2 <= D_data;
            4'b1000: Reg3 <= D_data;
            endcase
        end
        end
endmodule
</file>
<file path="flow/run.sh">
#!/bin/bash
# OpenROAD 26Q1-2900-gdf79404cd8, Yosys 0.63+post, stock flow scripts
make -C /OpenROAD-flow-scripts/flow DESIGN_CONFIG=/design/flow/config.mk WORK_HOME=/design/flow/orfs finish
</file>
<file path="flow/config.mk">
export PLATFORM = sky130hd
export DESIGN_NAME = register
export DESIGN_NICKNAME = register
export VERILOG_FILES = /design/flow/design.v
export SDC_FILE = /design/flow/constraint.sdc
export NUM_CORES = 4
export LEC_CHECK = 1
export CORE_AREA = 10 10 75 75
export DIE_AREA = 0 0 85 85
</file>
<file path="flow/constraint.sdc">
current_design register

set clk_period 2.0
set clk_io_pct 0.2

create_clock -name clk0 -period $clk_period [get_ports {clk}]

set non_clock_inputs [all_inputs -no_clocks]
set_input_delay [expr $clk_period * $clk_io_pct] -clock clk0 $non_clock_inputs
set_output_delay [expr $clk_period * $clk_io_pct] -clock clk0 [all_outputs]
</file>
==> reports/metrics.cfg <==
[outcome]
status=finished clean

[synthesis]
yosysWarningCount=3
synth_cells=28
ys_cells=28
syn_area_per_cell_um2=25.7
ys_seq_elements=16
postSynthSeqShare=0.668
ys_area_um2=719
syn_area_um2=719
synth_cell_types=5

[critical_path]
cp-startpoint=Reg0[2]$_DFFE_PP_
crit_buf_inv=1
start_kind=register
end_kind=output port
crit_chain=mux4_2 > clkdlybuf4s50_1
arrival_ns=1.54
slowest_stage=mux4_2
cp_top_family=multiplexers
path_max_fanout=3
max_stage_delay_ns=0.47
worstPathRequired_ns=1.60
crit_type=register to output port

[global_route]
busiest_layer=met2
grt_pass1_vias=605
use_met3=0.0337
grt.total_usage=0.0557
grt_max_degree=9
grt_pass1_wl_mm=3.20
met2_usage=0.0933
antenna_found_initial=0
grtUsageMet1=0.0599
grt-ovfl-total=0

[layout]
lay_top_cells=clkdlybuf4s50_1, buf_4, edfxtp_1
syn_to_final_growth_pct=77.4
num-fill-cells=399
mostFrequentLayoutCell=clkdlybuf4s50_1
fin_area_mm2=0.00128
drive_gt1_frac=0.361
final_util=0.315

[routing]
drt_iter0_markers=9
antenna_cells=0
wirelength_mm=2.02
dr.pass1.iters=4
viasPerCell=3.84
num_vias=511
ant_nets=0
drc=0
avgRoutedWirePerCell_um=15.2

[final_timing]
period_minus_slack_ns=1.94
setup_viol=0
final.setup.tns_ns=0
fin_crit_sh=0.970
max_freq_ghz=0.515
final_max_slew_viol_count=0
worst_slew_pin_slew_ns=0.206
slew_headroom=0.862
hold_viol=0
setup_ws_ns=0.0591

[floorplanning]
die-width_um=85
rows=23
die-area_mm2=0.00723
core-area_mm2=0.00406
die_h_um=85
ios=36
fp-utilization=0.177

[flow_run]
warning_count=25
maxCapViolCount=0

[power]
ir_drop_mv=0.160
p_sw_uw=130
p_sw_frac=0.173
power_frac_seq=0.531
p_int_uw=623
p_comb_frac=0.179
clkPwrFrac=0.290
power_uw=754
power.density_mw_per_mm2=590
leakagePower_nw=0.506

[clock_network]
clkTransAtPathRegs_ns=0.05
cts_buffers=3
ctsHtreeMaxLevel=1
cts_root_buffer=clkbuf_8
ctsHoldBuffers=0
clock_sink_count=16
cts_tree=yes
clock_tree.buffer_depth=2

[place]
pre_cts_slack_ns=-0.405
place_area_mm2=0.00117
gp_congestion=0.688
io_buffers=35
post-dp-hpwl_mm=1.66

[hold_path]
hold_path_startpoint=D_data[3]
hold_path.class=input port to register

## cells in the mapped netlist
library cell	number	area share
edfxtp_1	16	0.67
mux4_1	8	0.29
nor3b_1	2	0.021
and3b_1	1	0.012
nor3_1	1	0.0069
## cell type report
class / count / area (um2) / share of cell area
Sequential cell: 16 / 480 / 0.376
Tap cell: 50 / 62.6 / 0.0490
Clock buffer: 3 / 41.3 / 0.0324
Multi-Input combinational cell: 12 / 209 / 0.164
Timing Repair Buffer: 52 / 483 / 0.378
## flip-flops by register name, summed over array words and instances, names as in the netlist
signal  cells
Reg0        4
Reg1        4
Reg2        4
Reg3        4
## final timing paths
path / endpoint / slack, ns / cells past startpoint
max: B_data[2] / 0.06 / 2
min: Reg0[3]$_DFFE_PP_ / 0.79 / 1
## kinds of logic after synthesis
kind of cell  synth area share
flops                    0.668
simple gates            0.0400
mux                      0.292
## per-stage QoR
step / std cells / hold slack, ns
finish: 133 / 0.792
global route: 133 / 0.815
CTS: 125 / 0.789
detailed placement: 118 / 1.04
global placement: 118 / 1.02
floorplan: 28 / 0.499
## power groups by stage
| stage | registers [mW] | logic [mW] | clock network, mW |
|---|---|---|---|
| global route | 0.403 | 0.150 | 0.243 |
| CTS | 0.401 | 0.131 | 0.225 |
| finish | 0.400 | 0.135 | 0.219 |
## repair_timing
item / in CTS / in global routing
setup endpoints to repair: 8 / 8
gates resized: 15 / 11
buffers inserted: 4 / 8
## per-layer routing
layer / part of all wire / wire length [um]
met4: 0.013 / 27
met2: 0.48 / 974
met3: 0.13 / 269
met5: 0 / 0
met1: 0.37 / 748
No activity file was given, so power comes from the tool's default toggle rates.
